`./design.v`:
```
module IFID_reg(clk, data_hazard, PC_hazard, instruction_in, PC_in, 
		branch_cond, reg_rs, reg_rt, call, ret_control, ret_PC,
		reg_rd, arith_imm, load_save_imm, call_target, PC_out, instruction_out);
input clk;
input call;		 
input ret_control; 	 
input ret_PC; 		 
input data_hazard;        
input PC_hazard;
input [15:0] instruction_in;   	 
input [15:0] PC_in;         	 
output logic [2:0]  branch_cond;   	 
output logic [3:0]  reg_rs;        	 
output logic [3:0]  reg_rt;        	 
output logic [3:0]  reg_rd;        	 
output logic [3:0]  arith_imm;     	 
output logic [7:0]  load_save_imm; 	 
output logic [11:0] call_target;   	 
output logic [15:0] PC_out;        	 
output logic [15:0] instruction_out;   	 
logic [15:0] NO_OP = 16'hF000;
logic ret_halt;
always @(posedge clk) begin
   if (!data_hazard & !call & !ret_control) begin
      	PC_out        <= PC_in;
	reg_rs        <= instruction_in[7:4];
	reg_rt        <= instruction_in[3:0];
	reg_rd        <= instruction_in[11:8];
	arith_imm     <= instruction_in[3:0];
	load_save_imm <= instruction_in[7:0];
	call_target   <= instruction_in[11:0];
	branch_cond   <= instruction_in[10:8];
   end
   else begin
	PC_out        <= PC_out;
	reg_rs        <= reg_rs;
	reg_rt        <= reg_rt;
	reg_rd        <= reg_rd;
	arith_imm     <= arith_imm;
	load_save_imm <= load_save_imm;
	call_target   <= call_target;
	branch_cond   <= branch_cond;
   end
end
always @(posedge clk) begin
	if (PC_hazard | call | ret_halt) begin
	        instruction_out <= NO_OP;
	end
	else if (data_hazard) begin
	        instruction_out <= instruction_out;
	end
	else begin
	        instruction_out <= instruction_in;
	end
end
always @(posedge clk) begin
	if (ret_PC) begin
		ret_halt <= 1'b0;
     	end
	else if (ret_control) begin
	        ret_halt <= 1'b1;
	end
	else begin
	        ret_halt <= ret_halt;
	end
end
endmodule
```
`./run.sh`:
```
#!/bin/bash
# OpenROAD 26Q1-2900-gdf79404cd8, Yosys 0.63+post, stock flow scripts
make -C /OpenROAD-flow-scripts/flow DESIGN_CONFIG=/design/flow/config.mk WORK_HOME=/design/flow/orfs finish
```
`./config.mk`:
```
export PLATFORM = sky130hd
export DESIGN_NAME = IFID_reg
export DESIGN_NICKNAME = IFID_reg
export VERILOG_FILES = /design/flow/design.v
export SDC_FILE = /design/flow/constraint.sdc
export NUM_CORES = 4
export LEC_CHECK = 1
export CORE_UTILIZATION = 30
```
`./constraint.sdc`:
```
current_design IFID_reg

set clk_period 6.2
set clk_io_pct 0.2

create_clock -name clk0 -period $clk_period [get_ports {clk}]

set non_clock_inputs [all_inputs -no_clocks]
set_input_delay [expr $clk_period * $clk_io_pct] -clock clk0 $non_clock_inputs
set_output_delay [expr $clk_period * $clk_io_pct] -clock clk0 [all_outputs]
```
==> flow_metrics.env <==
# source this file to load flow results
export IMPL_clkLatencyLatePin_ns=0.29
export IMPL_avgViaCountPerCell=4.12
export IMPL_first_iter_violations=42
export IMPL_power_mw=0.574
export IMPL_ant_nets=0
export IMPL_antenna_found_initial=0
export IMPL_yosys_top_cells_area="edfxtp_1, dfxtp_1, buf_4"
export IMPL_top_area_share_pct=50.7
export IMPL_vdd_drop_max_v=0.000135
export IMPL_drv_slew=0
export IMPL_cts_buffers=5
export IMPL_die_w_um=76.4
export IMPL_ys_cells=112
export IMPL_yosysWarningCount=1
export IMPL_cts_setup_buffers=0
export IMPL_path_class="primary input to register"
export IMPL_setup_viol=0
export IMPL_maxSlewHeadroom_pct=46.4
export IMPL_grt_pass1_vias=1073
export IMPL_grt_max_degree=20
export IMPL_gp_congestion=0.769
export IMPL_power_density_mw_per_mm2=213
export IMPL_drv_cap=0
export IMPL_min_period_ns=2.99
export IMPL_fillCellCount=451
export IMPL_synth_area_mm2=0.00166
export IMPL_num_vias=1113
export IMPL_ctsHtreeMaxLevel=2
export IMPL_period_used_pct=48.2
export IMPL_cp_start_kind="primary input"
export IMPL_synthArstFlopShare_pct=0
export IMPL_ys_flops=45
export IMPL_synth_most_common_cell="buf_4"
export IMPL_warning_count=25
export IMPL_clkTransAtPathRegs_ns=0.07
export IMPL_grt_usage_pct=12.0
export IMPL_drive_gt1_share_pct=4.50
export IMPL_gr_total_overflow=0
export IMPL_fin_worst_skew_ns=0.00310
export IMPL_port_buffers=108
export IMPL_wl_per_cell_um=12.2
export IMPL_io_pins=109
export IMPL_hold_class="register to register"
export IMPL_cp_required_ns=6.18
export IMPL_fp_util_pct=31.9
export IMPL_area_growth_pct=62.7
export IMPL_status="complete, no violations"
export IMPL_tns_ns=0
export IMPL_enable_flop_cells=28
export IMPL_netlist_instances=112
export IMPL_rows=26
export IMPL_core_region_area_mm2=0.00520
export IMPL_top_cells_by_count="buf_4, edfxtp_1, dfxtp_1"
export IMPL_leakage_nw=0.985
export IMPL_root_buffer="clkbuf_8"
export IMPL_dr_pass1_iters=4
export IMPL_dieArea_mm2=0.00583
export IMPL_finalHoldViolations=0
export IMPL_rsz0062_at_grt="false"
export IMPL_ys_types=9
export IMPL_die_h_um=76.4
export IMPL_cp_arrival_ns=2.97
export IMPL_cts_max_path_buffers=2
export IMPL_flop_cell="edfxtp_1"
export IMPL_clock_sinks=45
export IMPL_clock_fmax_mhz=334
export IMPL_crit_fanout=19
export IMPL_holdBufCountCts=0
export IMPL_diodes=0
export IMPL_drc_errors=0
export IMPL_cts_resized=0
export IMPL_ys_area_mm2=0.00166
export IMPL_grt_pass1_wl_um=5310
export IMPL_cp_end_kind="register"
export IMPL_ys_seq_share_pct=71.2
export IMPL_drt_wl_total_um=3310
export IMPL_top_area_cell="edfxtp_1"
export IMPL_tritoncts="done"
export IMPL_syn_avg_cell_area_um2=14.8
export IMPL_dpl_hpwl_um=2530
export IMPL_worstMarginPinSlew_ns=0.799
## worst max-delay path: stages
cell	delay (ns)
clkdlybuf4s50_1	0.40
buf_4	0.22
nor3_2	0.70
buf_4	0.39
## metrics by stage
step / setup slack (ns) / area, µm² / instances / hold slack, ns / util (%)
final: 3.21 / 2700 / 270 / 0.477 / 51.9
after global routing: 3.08 / 2700 / 270 / 0.520 / 51.9
after CTS: 3.19 / 2700 / 270 / 0.487 / 51.9
after detailed placement: 2.88 / 2620 / 262 / 0.463 / 50.3
after global placement: 2.92 / 2620 / 262 / 0.466 / 50.3
after floorplan: 2.17 / 1660 / 112 / 0.420 / -
## registers in the layout, indices dropped and copies added (netlist names)
signal	cells
reg_rt	3
instruction_out	16
ret_halt	1
branch_cond	2
call_target	1
PC_out	16
reg_rd	2
reg_rs	3
load_save_imm	1
## logic make-up (layout without fill, tap and decap cells)
logic type	after synthesis	count (layout)	synth area share [%]
multiplexers	16	16	9.65
flip-flops	45	45	71.2
buffers and inverters	30	118	13.8
AND/OR/NAND/NOR	21	21	5.35
## per-layer routing
layer,up-vias,track usage (%),wire length [µm]
met5,-,0,0
met4,0,0.962,16
met3,2,3.16,251
met2,59,20.0,1650
met1,520,17.2,1390
li1,532,-,-
## path summary, 6_finish.rpt
check / from / to / slack, ns / depth (start not counted)
worst min register to register: instruction_out[14]$_SDFFE_PP1N_ / instruction_out[14]$_SDFFE_PP1N_ / 0.48 / 2
worst max register to register: ret_halt$_SDFFE_PP0P_ / instruction_out[0]$_SDFFE_PP0N_ / 5.22 / 2
worst min-delay path: instruction_out[14]$_SDFFE_PP1N_ / instruction_out[14]$_SDFFE_PP1N_ / 0.48 / 2
worst max-delay path: data_hazard / PC_out[10]$_DFFE_PP_ / 3.21 / 4
## cell usage in the layout, fill, tap and decap left out
master,Yosys,routed
clkdlybuf4s50_1,0,108
edfxtp_1,28,28
dfxtp_1,17,17
mux2i_1,16,16
nor2_1,14,14
clkbuf_8,0,5
nand2_1,4,4
clkbuf_1,0,2
buf_4,29,2
or3_4,1,1
nor3_1,2,1
nor3_2,0,1
clkinv_1,0,1
## final cells by class
cell class / instances / area, µm² / area share [%]
Clock buffer: 7 / 76.3 / 2.83
Clock inverter: 1 / 3.75 / 0.139
Multi-Input combinational cell: 37 / 254 / 9.41
Sequential cell: 45 / 1180 / 43.8
Tap cell: 70 / 87.6 / 3.25
Timing Repair Buffer: 110 / 1100 / 40.6
## report_power, final
| group | switching [mW] | internal (mW) |
|---|---|---|
| Clock | 0.0871 | 0.0784 |
| Combinational | 0.0160 | 0.0559 |
| Sequential | 0.00573 | 0.331 |
| Total | 0.109 | 0.465 |
