File: /design/flow/design.v
module PC_Update(PC_in, PC_stack_pointer, alu_done, flags, call_target,
                 sign_ext, branch_cond, branch, call, ret_in, 
                    PC_update, PC_src, update_done, ret_out);
input               branch;
input        [2:0]  branch_cond;
input               call;
input        [11:0] call_target;
input        [15:0] PC_in;
input signed [15:0] sign_ext;
input               alu_done;
input        [2:0]  flags;           
input               ret_in;              
input        [15:0] PC_stack_pointer;
output logic [15:0] PC_update;
output logic        PC_src;
output logic        update_done;
output logic	    ret_out;
logic math;
localparam   EQ   =   3'b000;
localparam   LT   =   3'b001;
localparam   GT   =   3'b010;
localparam   O    =   3'b011;
localparam   NE   =   3'b100;
localparam   GEQ  =   3'b101;
localparam   LEQ  =   3'b110;
localparam   T    =   3'b111;
always_comb begin
    ret_out = ret_in;
    if (branch) begin
        PC_update = (PC_in + 1) + sign_ext;  
        case(branch_cond)
            EQ : begin
                if (flags[2])
                   PC_src = 1;
                else
                   PC_src = 0;
            end
            LT : begin
                math = flags[0] & !flags[1];
                if (math)
                   PC_src = 1;
                else
                   PC_src = 0;
            end
            GT : begin
                math = (!flags[0]) & (!flags[1]) & (!flags[2]);
                if (math)
                   PC_src = 1;
                else
                   PC_src = 0;
            end
            O : begin
                if (flags[1])
                   PC_src = 1;
                else
                   PC_src = 0;
            end
            NE : begin
                if (!flags[2])
                   PC_src = 1;
                else
                   PC_src = 0;
            end
            GEQ : begin
                math = flags[1] | (!flags[0]);
                if (math)
                   PC_src = 1;
                else
                   PC_src = 0;
            end
            LEQ : begin
                math = flags[2] | (!flags[1] & flags[0]);
                if (math)
                   PC_src = 1;
                else
                   PC_src = 0;
            end
            default : begin  
                PC_src = 1;
            end
        endcase  
        update_done = PC_src;  
    end  
    else if (call) begin
       PC_update   = {PC_in[15:12], call_target};
       update_done = 1;    
       PC_src      = 1;
    end
    else if (ret_in) begin
       PC_update   = PC_stack_pointer;
       update_done = 1;    
       PC_src      = 1; 
    end
    else begin
        PC_update = 16'hxxxx;
        update_done = 0;
        PC_src = 0;
    end
end
endmodule
File: /design/flow/run.sh
#!/bin/bash
# OpenROAD 26Q1-2900-gdf79404cd8, Yosys 0.63+post, stock flow scripts
make -C /OpenROAD-flow-scripts/flow DESIGN_CONFIG=/design/flow/config.mk WORK_HOME=/design/flow/orfs finish
File: /design/flow/config.mk
export PLATFORM = sky130hd
export DESIGN_NAME = PC_Update
export DESIGN_NICKNAME = PC_Update
export VERILOG_FILES = /design/flow/design.v
export SDC_FILE = /design/flow/constraint.sdc
export NUM_CORES = 4
export LEC_CHECK = 1
export CORE_AREA = 10 10 97 97
export DIE_AREA = 0 0 107 107
export SYNTH_HDL_FRONTEND = slang
File: /design/flow/constraint.sdc
current_design PC_Update

set clk_period 13.2
set clk_io_pct 0.2

create_clock -name clk0 -period $clk_period

set non_clock_inputs [all_inputs -no_clocks]
set_input_delay [expr $clk_period * $clk_io_pct] -clock clk0 $non_clock_inputs
set_output_delay [expr $clk_period * $clk_io_pct] -clock clk0 [all_outputs]
==> job_summary.md <==
## Implementation flow summary

| Metric | Value |
|---|---|
| Slowest CP cell | clkdlybuf4s50_1 |
| Antenna viol nets, final | 0 |
| Crit-path cells | clkdlybuf4s50_1 -> inv_1 -> ha_1 -> inv_1 -> fa_1 -> a211oi_1 -> o21bai_1 -> o2111ai_1 -> a41oi_1 -> xnor2_1 -> a21oi_1 -> clkdlybuf4s50_1 |
| I/O Buffers | 88 |
| Post-synthesis cell type count | 46 |
| Fin crit period | 8290 ps |
| Global-route wire length before repair | 7800 um |
| Pwr Density | 39.1 mW/mm2 |
| WL met1 | 2210 um |
| Total congestion overflow | 0 |
| Routed Wire Length | 4850 um |
| Die X | 107 um |
| Sw Ratio | 39.0% |
| Outcome | completed |
| Fin crit share | 62.8% |
| Worst setup endpoint | PC_update[12] |
| Setup TNS | 0 ps |
| Crit end category | output pin |
| Critical path startpoint | PC_in[0] |
| Post-CTS Resized | 0 |
| Maxcap violations | 0 |
| Finished Core Util | 30.0% |
| Arrival time worst endpoint | 5650 ps |
| Cell accounting for the most synthesized area | ha_1 |
| Drt drc | 0 |
| Pint | 52.1 uW |
| Total power | 85.5 uW |
| Sequential share of power | 0% |
| Routed WL per cell | 13.7 um |
| Register area share after synthesis | 0% |
| DR vias | 1565 |
| WP data required | 10560 ps |
| Sequential Area | 0 um2 |
| Critical path class | input pin to output pin |
| DP Area | 0.00218 mm2 |
| Top post-synthesis cells by count | a21oi_1 (18), ha_1 (15), nand2_1 (14) |
| Delay of the slowest critical-path stage | 490 ps |
| DR iter-0 viols | 79 |
| Hold_buf cts | 0 |
| Post-CTS Setup Inserts | 0 |
| Share of layout cells above drive strength 1 | 4.69% |
| Post-Syn Area | 0.00121 mm2 |
| Yosys Instances | 176 |
| Vias in the first global route | 1585 |
| OpenROAD warnings | 33 |
| # diodes | 0 |
| Final Hold Vio Count | 0 |
| Die area | 0.0114 mm2 |
| Met3 wire len | 299 um |
| RSZ-0062 raised after global routing | no |
| Worst Path Buf+Inv | 4 |
| Top layer reached by signal wires | met3 |
| CLK BUF | 0 |
| Hold WS | 6120 ps |
| Initial antenna violation count | 0 |
| Routability cong. | 0.845 |
| Yosys warns | 0 |
| Num sequential | 0 |
| CP delay by family, top | AND-OR/OR-AND gates |
| Fmax | 121 MHz |
| Core area | 0.00729 mm2 |
| Core Util at FP | 16.6% |
| Synth-to-Final Area Change | 80.2% |
| Logic cell area | 0.00114 mm2 |
| Clock group share of total power | 0% |
| Hpwl dp | 4300 um |
| Max-slew violation count | 0 |
| Yosys synthesis chip area | 0.00121 mm2 |
| Maximum vdd drop | 0.00791 mV |
| Vias/cell | 4.41 |
| Crit path max fanout | 3 |
| P_sw | 33.3 uW |
| CP Launch Type | input pin |
| Top-count cell post-synth | a21oi_1 |
| Global Route Usage Sum | 8.09% |
| Final instance area | 0.00218 mm2 |
| Pin count of the biggest net entering global routing | 39 |
| Die height | 107 um |
| Slew Limit Headroom | 73.0% |
| Share of total power in combinational logic | 100.0% |
| Mapped Cells | 176 |
| Worst min path class | input pin to output pin |
| Area share, top type | 15.5% |
| Critical path depth | 12 |
| WL met2 | 2340 um |
| Least-Margin Pin Slew | 400 ps |
| Static leakage | 0.859 nW |
| Top cells by area | ha_1 (15%), a21oi_1 (7.4%), mux2i_1 (7.4%) |
| Num rows | 31 |
| Drt first pass iters | 4 |
| Syn avg cell area | 6.89 um2 |
| Filler cells | 793 |
| Setup-failing EPs final | 0 |
| I/O pins | 89 |
==> metrics by stage <==
| stage | instances | worst slack, ps |
|---|---|---|
| finish | 355 | 4910 |
| detailed placement | 355 | 4930 |
| global placement | 355 | 4910 |
| floorplan | 176 | 6210 |
| CTS | 355 | 4900 |
| global route | 355 | 4630 |
==> per-layer routing <==
layer | up-vias | global-route usage [%]
met3 | 0 | 1.88
li1 | 833 | -
met5 | - | 0
met4 | 0 | 0
met2 | 39 | 14.1
met1 | 693 | 10.5
==> final cells by class <==
cell class / instances / area share (%)
inverters: 7 / 1.20
multi-input cells: 159 / 52.1
well taps: 99 / 5.67
repair buffers: 90 / 41.0
==> placed cells by master, fill, tap and decap left out, types with 2 or more instances in the layout <==
cell type / count
a21oi_1: 18
clkdlybuf4s50_1: 88
a211oi_1: 7
nand2_1: 14
nor2b_1: 8
a21o_1: 8
nor4_1: 3
nor2_1: 8
nand3_1: 8
nor3_1: 3
o2111ai_1: 2
mux2_2: 3
inv_1: 7
xor2_1: 6
a41oi_1: 2
a31oi_1: 2
a31o_2: 2
buf_4: 2
xnor2_1: 3
ha_1: 15
mux2i_1: 9
nand4_1: 2
o21ai_0: 13
o211ai_1: 2
a221oi_1: 2
==> power by group through the flow <==
stage	Sequential [mW]	Clock (mW)	Combinational, mW
after CTS	0	0	0.0870
after global routing	0	0	0.0953
final	0	0	0.0855
==> kinds of logic (layout without fill, tap and decap cells) <==
logic type / Yosys count / after routing / share of synthesized area [%]
adders and majority gates: 16 / 16 / 17.1
muxes: 12 / 12 / 10.2
and+or+nand+nor: 52 / 52 / 21.3
xor gates and xnor gates: 9 / 9 / 6.50
buffers and inverters: 17 / 97 / 6.09
AOI/OAI and AO/OA: 70 / 70 / 38.8
==> how the worst min path moves through the flow <==
stage,cells past startpoint,to,startpoint,slack (ps)
6_report,2,ret_out,ret_in,6120
5_1_grt,2,ret_out,ret_in,6150
4_1_cts,2,ret_out,ret_in,6120
Power is estimated from default activity; no workload was simulated.
