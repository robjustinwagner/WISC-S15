===== /design/flow/constraint.sdc =====
current_design EXMEM_reg

set clk_period 1.0
set clk_io_pct 0.2

create_clock -name clk0 -period $clk_period [get_ports {clk}]

set non_clock_inputs [all_inputs -no_clocks]
set_input_delay [expr $clk_period * $clk_io_pct] -clock clk0 $non_clock_inputs
set_output_delay [expr $clk_period * $clk_io_pct] -clock clk0 [all_outputs]

===== /design/flow/config.mk =====
export PLATFORM = sky130hd
export DESIGN_NAME = EXMEM_reg
export DESIGN_NICKNAME = EXMEM_reg
export VERILOG_FILES = /design/flow/design.v
export SDC_FILE = /design/flow/constraint.sdc
export NUM_CORES = 4
export LEC_CHECK = 1
export CORE_AREA = 10 10 84 84
export DIE_AREA = 0 0 94 94

===== /design/flow/run.sh =====
#!/bin/bash
# OpenROAD 26Q1-2900-gdf79404cd8, Yosys 0.63+post, stock flow scripts
make -C /OpenROAD-flow-scripts/flow DESIGN_CONFIG=/design/flow/config.mk WORK_HOME=/design/flow/orfs finish

===== /design/flow/design.v =====
module EXMEM_reg(clk, 
	RegWrite_in, MemWrite_in, MemRead_in, call_in, mem_to_reg_in, reg_rd_in, alu_result_in, save_word_data_in, ret_future_in, HALT_in,
	RegWrite_out, MemWrite_out, MemRead_out, call_out, mem_to_reg_out, reg_rd_out, alu_result_out, save_word_data_out, ret_future_out, HALT_out);
input clk;
input RegWrite_in;
input MemWrite_in;
input MemRead_in;
input call_in;            
input mem_to_reg_in;      
input [3:0]  reg_rd_in;          
input [15:0] alu_result_in;      
input [15:0] save_word_data_in;  
input ret_future_in;      
input HALT_in;
output logic RegWrite_out;
output logic MemWrite_out;
output logic MemRead_out;
output logic call_out;           
output logic mem_to_reg_out;     	 
output logic [3:0]  reg_rd_out;          
output logic [15:0] alu_result_out;      
output logic [15:0] save_word_data_out;  
output logic ret_future_out; 		 
output logic HALT_out;
always @(posedge clk) begin
   	HALT_out <= HALT_in;
	mem_to_reg_out     <= mem_to_reg_in;
	if (reg_rd_in === 3'bxxx)
      		reg_rd_out <= reg_rd_out;
   	else
      		reg_rd_out <= reg_rd_in; 
	alu_result_out     <= alu_result_in;
	save_word_data_out <= save_word_data_in;
	ret_future_out     <= ret_future_in;
	call_out           <= call_in;
	RegWrite_out       <= RegWrite_in;
	MemWrite_out       <= MemWrite_in;
	MemRead_out        <= MemRead_in;
end
endmodule

==> qor.csv <==
stage;metric;value;unit
route;vias_per_cell;3.18;
timing;slew_viol_final;0;
final_layout;fin_cells;207;
power_and_ir_drop;power_leakage;0.761;nW
timing;rsz0062_at_grt;yes;
setup_path;crit_chain;buf_2;
synth;edf_count;4;
cts;cts_tree;yes;
global_route;grt_pass1_wl;4420;um
synth;synth.area.mux_share;0;%
final_layout;combGateArea;0;um^2
floorplanning;die_h;94;um
timing;tns;0;ns
synth;yosysChipArea;901;um^2
setup_path;cpMaxStageDelayCell;edfxtp_1;
global_route;antenna_found_initial;0;
final_layout;drive_gt1_share;40.9;%
floorplanning;fp-row-count;26;
synth;yosysWarningCount;1;
route;vias;659;
final_layout;stdcell_area;0.00177;mm^2
cts;numClockSinks;43;
job;warning_count;27;
synth;async_reset_ff_share;0;%
setup_path;endpoint_kind;output pin;
setup_path;worstPathMaxFanout;1;
synth;synth_top_flop_cell;dfxtp_1;
synth;netlist.area_leader.share;86.7;%
floorplanning;die_w;94;um
setup_path;critPathLaunchType;register;
job;drv_cap;0;
floorplanning;io_pins;87;
global_route;grt_pass1_vias;743;
placed_design;gp_congestion;0.720;
global_route;gr-total-overflow;0;
synth;yosysMostFrequentCell;dfxtp_1;
setup_path;critPathKind;register to output pin;
synth;top_cells_by_area;dfxtp_1 (87%), edfxtp_1 (13%);
timing;fin_ws;0.0181;ns
cts;clk_pin_slew;0.08;ns
cts;cts.repair.resized;114;
setup_path;required;0.80;ns
setup_path;worstPathArrival;0.78;ns
placed_design;placed_area;0.00185;mm^2
power_and_ir_drop;peakVddDrop;0.676;mV
synth;synth_area;901;um^2
route;wl;2980;um
floorplanning;core_area;0.00520;mm^2
synth;ys_seq_share;100;%
status;status;finished, final reports clean;
global_route;grt_usage;6.69;%
placed_design;hpwl;2540;um
setup_path;max_stage_delay;0.36;ns
cts;root_buffer;clkbuf_8;
timing;min_period_over_period;98.2;%
route;wl_per_cell;14.4;um
synth;fa_ha_area_share;0;%
synth;common_cells;dfxtp_1 (39), edfxtp_1 (4);
cts;postCtsHoldBufs;0;
floorplanning;die_area;0.00884;mm^2
global_route;grt_max_degree;14;
route;drc;0;
setup_path;critPathTopFamily;flip-flops;
route;num_antenna_cells;0;
timing;timing.final.hold_violations;0;
route;drt_pre_antenna_iters;4;
synth;synthXorXnorAreaFrac;0;%
power_and_ir_drop;power;3.23;mW
synth;syn_area_per_cell;21.0;um^2
worst_hold_path;hold_path.class;input port to register;
placed_design;place_worst_setup_slack;-0.121;ns
timing;setup_violations;0;
setup_path;crit_buf_inv;1;
synth;simple_gate_share;0;%
timing;worst_slew_pin_slew;0.220;ns
power_and_ir_drop;power-per-cell-area;1820;mW/mm^2
floorplanning;initial_core_util;17.3;%
placed_design;dp.cells;199;
cts;cts_buffers;5;
synth;ys_seq_elements;43;
final_layout;syn_to_final_growth;96.9;%
cts;clk_path_buf_depth;2;
timing;max_slew_margin;85.3;%
synth;synth_cells;43;
cts;post_cts_buffers;0;
synth;ys_cells;43;
cts;htreeDepth;2;
placed_design;port_buffers;86;
route;drtAntennaViolNets;0;
timing;timing.fmax;1020;MHz
timing;fin_crit;0.982;ns
synth;yosysUniqueCellTypes;2;
final_layout;nMultiInputCombCells;0;
synth;ys_sh_aoi;0;%
route;drt_iter0_markers;2;
synth;netlist.top_cell.by_area;dfxtp_1;
[logic make-up (layout without fill, tap and decap cells)]
logic type	after synthesis	after routing
DFF	43	43
buffers and inverters	0	94
[flip-flops by register name, summed over array words and instances, names as in the netlist]
register,flops
reg_rd_out,4
HALT_out,1
alu_result_out,16
MemWrite_out,1
call_out,1
save_word_data_out,16
MemRead_out,1
ret_future_out,1
mem_to_reg_out,1
RegWrite_out,1
[layout make-up]
| cell class | count | area, um^2 |
|---|---|---|
| clock buffer | 7 | 86.3 |
| fill | 523 | 3430 |
| tap | 70 | 87.6 |
| timing repair buffer | 86 | 676 |
| clock inverter | 1 | 8.76 |
| sequential | 43 | 916 |
[per-stage QoR]
step / utilization (%) / hold WS [ns]
5_1_grt: 34.1 / 0.322
2_1_floorplan: - / 0.228
3_5_place_dp: 35.5 / 0.652
4_1_cts: 35.4 / 0.324
3_3_place_gp: 35.5 / 0.651
6_report: 34.1 / 0.335
[cells in the final DEF, fill, tap and decap left out, drive strengths merged]
cell,netlist,final
buf,0,21
clkbuf,0,23
clkdlybuf4s15,0,6
clkdlybuf4s50,0,43
clkinv,0,1
dfxtp,39,39
edfxtp,4,4
[final timing paths]
path	startpoint	end	cells past startpoint	slack, ns
setup / recovery	reg_rd_out[3]	reg_rd_out[3]	1	0.02
hold / removal	RegWrite_in	RegWrite_out	1	0.34
[layer usage]
metal  up-vias  part of all wire, %  global-route usage, %
met5         -                    0                      0
met2        44                   52                   11.2
met1       289                   34                   7.35
met4         0                  2.5                   1.52
li1        319                    -                      -
met3         7                   12                   3.55
[where the power goes]
part           total, mW  switching (mW)  internal, mW
sequential          1.86          0.0212          1.84
clock               1.12           0.552         0.565
combinational      0.253          0.0436         0.209
total               3.23           0.616          2.61
Power figures rest on the tool's default switching activity, not on a simulated workload.
