<file path="run.sh">
#!/bin/bash
# OpenROAD 26Q1-2900-gdf79404cd8, Yosys 0.63+post, stock flow scripts
make -C /OpenROAD-flow-scripts/flow DESIGN_CONFIG=/design/flow/config.mk WORK_HOME=/design/flow/orfs finish
</file>
<file path="config.mk">
export PLATFORM = sky130hd
export DESIGN_NAME = Reg_16bit_file
export DESIGN_NICKNAME = Reg_16bit_file
export VERILOG_FILES = /design/flow/design.v
export SDC_FILE = /design/flow/constraint.sdc
export NUM_CORES = 4
export LEC_CHECK = 1
export CORE_UTILIZATION = 30
</file>
<file path="constraint.sdc">
current_design Reg_16bit_file

set clk_period 3.3
set clk_io_pct 0.2

create_clock -name clk0 -period $clk_period [get_ports {clk}]

set non_clock_inputs [all_inputs -no_clocks]
set_input_delay [expr $clk_period * $clk_io_pct] -clock clk0 $non_clock_inputs
set_output_delay [expr $clk_period * $clk_io_pct] -clock clk0 [all_outputs]
</file>
<file path="design.v">
module Reg_16bit(clk, en, d, q);
    input clk, en;
    input [15:0] d;
    output reg [15:0] q;
    always @(posedge clk) begin  
        if (en)
           q <= d;    
        else
           q <= q;
    end
endmodule
module Reg_16bit_file(clk, RegWrite, DataReg, StackReg,
                       Read_Reg_1, Read_Reg_2, Write_Reg,
                       Write_Bus,
                      Read_Bus_1, Read_Bus_2);
  input clk;
  input RegWrite;  
  input DataReg;   
  input StackReg;  
  input [3:0] Read_Reg_1;
  input [3:0] Read_Reg_2;
  input [3:0] Write_Reg;
  input [15:0] Write_Bus;
  output reg [15:0] Read_Bus_1;
  output reg [15:0] Read_Bus_2;
  localparam   REG_0     =    4'b0000;
  localparam   REG_1     =    4'b0001;
  localparam   REG_2     =    4'b0010;
  localparam   REG_3     =    4'b0011;
  localparam   REG_4     =    4'b0100;
  localparam   REG_5     =    4'b0101;
  localparam   REG_6     =    4'b0110;
  localparam   REG_7     =    4'b0111;
  localparam   REG_8     =    4'b1000;
  localparam   REG_9     =    4'b1001;
  localparam   REG_10    =    4'b1010;
  localparam   REG_11    =    4'b1011;
  localparam   REG_12    =    4'b1100;
  localparam   REG_13    =    4'b1101;
  localparam   REG_14    =    4'b1110;
  localparam   REG_15    =    4'b1111;
  wire [15:0] out1,out2,out3,out4,
              out5,out6,out7,out8,
              out9,out10,out11,out12,
              out13,out14,out15,out16;
  reg [15:0] RegWriteSel;
  Reg_16bit reg0(.clk(clk), .en(RegWriteSel[0]), .d(Write_Bus), .q(out1));
  Reg_16bit reg1(.clk(clk), .en(RegWriteSel[1]), .d(Write_Bus), .q(out2));
  Reg_16bit reg2(.clk(clk), .en(RegWriteSel[2]), .d(Write_Bus), .q(out3));
  Reg_16bit reg3(.clk(clk), .en(RegWriteSel[3]), .d(Write_Bus), .q(out4));
  Reg_16bit reg4(.clk(clk), .en(RegWriteSel[4]), .d(Write_Bus), .q(out5));
  Reg_16bit reg5(.clk(clk), .en(RegWriteSel[5]), .d(Write_Bus), .q(out6));
  Reg_16bit reg6(.clk(clk), .en(RegWriteSel[6]), .d(Write_Bus), .q(out7));
  Reg_16bit reg7(.clk(clk), .en(RegWriteSel[7]), .d(Write_Bus), .q(out8));
  Reg_16bit reg8(.clk(clk), .en(RegWriteSel[8]), .d(Write_Bus), .q(out9));
  Reg_16bit reg9(.clk(clk), .en(RegWriteSel[9]), .d(Write_Bus), .q(out10));
  Reg_16bit reg10(.clk(clk), .en(RegWriteSel[10]), .d(Write_Bus), .q(out11));
  Reg_16bit reg11(.clk(clk), .en(RegWriteSel[11]), .d(Write_Bus), .q(out12));
  Reg_16bit reg12(.clk(clk), .en(RegWriteSel[12]), .d(Write_Bus), .q(out13));
  Reg_16bit reg13(.clk(clk), .en(RegWriteSel[13]), .d(Write_Bus), .q(out14));
  Reg_16bit Data_Segment(.clk(clk), .en(RegWriteSel[14]), .d(Write_Bus), .q(out15));
  Reg_16bit Stack_Pointer(.clk(clk), .en(RegWriteSel[15]), .d(Write_Bus), .q(out16));
  always @(negedge clk) begin
       if (StackReg) begin
           Read_Bus_1 = out16;
           Read_Bus_2 = 16'h0000;
       end
       else begin
          if (DataReg) begin
              Read_Bus_1 = out15;
          end
          else begin
             case(Read_Reg_1)
                 REG_0 : Read_Bus_1 = out1;
                 REG_1 : Read_Bus_1 = out2;
                 REG_2 : Read_Bus_1 = out3;
                 REG_3 : Read_Bus_1 = out4;
                 REG_4 : Read_Bus_1 = out5;
                 REG_5 : Read_Bus_1 = out6;
                 REG_6 : Read_Bus_1 = out7;
                 REG_7 : Read_Bus_1 = out8;
                 REG_8 : Read_Bus_1 = out9;
                 REG_9 : Read_Bus_1 = out10;
                 REG_10 : Read_Bus_1 = out11;
                 REG_11 : Read_Bus_1 = out12;
                 REG_12 : Read_Bus_1 = out13;
                 REG_13 : Read_Bus_1 = out14;
                 REG_14 : Read_Bus_1 = out15;
                 REG_15 : Read_Bus_1 = out16;
             endcase
          end
          case(Read_Reg_2)
              REG_0 : Read_Bus_2 = out1;
              REG_1 : Read_Bus_2 = out2;
              REG_2 : Read_Bus_2 = out3;
              REG_3 : Read_Bus_2 = out4;
              REG_4 : Read_Bus_2 = out5;
              REG_5 : Read_Bus_2 = out6;
              REG_6 : Read_Bus_2 = out7;
              REG_7 : Read_Bus_2 = out8;
              REG_8 : Read_Bus_2 = out9;
              REG_9 : Read_Bus_2 = out10;
              REG_10 : Read_Bus_2 = out11;
              REG_11 : Read_Bus_2 = out12;
              REG_12 : Read_Bus_2 = out13;
              REG_13 : Read_Bus_2 = out14;
              REG_14 : Read_Bus_2 = out15;
              REG_15 : Read_Bus_2 = out16;
          endcase
      end
  end
  always @(posedge clk) begin
      if (RegWrite) begin
         case(Write_Reg)
           REG_0 : RegWriteSel = 16'h0001;
           REG_1 : RegWriteSel = 16'h0002;
           REG_2 : RegWriteSel = 16'h0004;
           REG_3 : RegWriteSel = 16'h0008;
           REG_4 : RegWriteSel = 16'h0010;
           REG_5 : RegWriteSel = 16'h0020;
           REG_6 : RegWriteSel = 16'h0040;
           REG_7 : RegWriteSel = 16'h0080;
           REG_8 : RegWriteSel = 16'h0100;
           REG_9 : RegWriteSel = 16'h0200;
           REG_10 : RegWriteSel = 16'h0400;
           REG_11 : RegWriteSel = 16'h0800;
           REG_12 : RegWriteSel = 16'h1000;
           REG_13 : RegWriteSel = 16'h2000;
           REG_14 : RegWriteSel = 16'h4000;
           REG_15 : RegWriteSel = 16'h8000;
          endcase
      end
      else begin
          RegWriteSel = 16'h0000;
      end
  end
endmodule
</file>
==> results.py <==
# Auto-generated metrics
metrics = {
    "yosys": {
        "yosys-stat-area_um2": 14200,
        "synthFlopType": "edfxtp_1",
        "synthCells": 1107,
        "async_flop_share": 0,
        "synth_seq_share": 0.611,
        "synth.distinct_cells": 76,
        "largest_area_cell": "edfxtp_1",
        "ys_cells": 1107,
        "area_leaders": "edfxtp_1 54%, dfxtp_1 6.8%, mux2i_1 3.4%",
        "synth_area_um2": 14200,
        "yosysTopAreaCellShare": 0.543,
        "ys_warn_count": 2,
        "edf_count": 256,
        "syn_avg_cell_area_um2": 12.8,
        "ys.flops": 304,
    },
    "floorplanning": {
        "core_um2": 46600,
        "rows": 79,
        "die_area_um2": 48100,
        "die_y_um": 219,
        "fp_util": 0.304,
        "die_x_um": 219,
        "ios": 64,
    },
    "critical_path": {
        "slowest_stage": "dfxtp_2",
        "crit_path_max_incr_delay_ns": 0.34,
        "critPathBufInv": 1,
        "critPathKind": "reg2out",
        "required_ns": 2.64,
        "crit_family": "flip-flops",
        "cp_max_fo": 1,
        "cp-end-kind": "primary output",
        "start_kind": "register",
        "arrival_ns": 2.70,
        "path_cells": "buf_2",
    },
    "clocking": {
        "cts_hold_buf": 0,
        "cts_tree": "done",
        "clkTransAtPathRegs_ns": 0.07,
        "cts_buffers": 35,
        "clock-sinks": 304,
        "cts.htree.levels": 2,
        "insertion_delay_ns": 0.60,
        "cts_root_buf": "clkbuf_16",
        "clockBufferDepth": 3,
    },
    "drt": {
        "drtPass1Iterations": 8,
        "drc_errors": 0,
        "wl_mm": 56.9,
        "drtAntennaViolNets": 0,
        "via_per_inst": 5.62,
        "drt-initial-drc-count": 875,
        "wl_per_cell_um": 27.7,
        "vias": 11500,
    },
    "sta": {
        "hold_violations": 0,
        "rsz0062_at_grt": "yes",
        "setup_viol": 18,
        "hold_ws_ns": 0.749,
        "slew-limit-headroom": 0.586,
        "worst_pin_slew_ns": 0.619,
        "fin_worst_skew_ns": 0.0590,
        "final_max_slew_viol_count": 0,
        "finalWorstSetupSlack_ns": -0.0566,
    },
    "layout": {
        "finalInstanceArea_um2": 19000,
        "final_common_cell": "edfxtp_1",
        "layout.cells.non_filler": 2054,
        "mostFrequentLayoutCells": "256 x edfxtp_1, 234 x buf_4, 72 x nor2_1, 71 x nand2_1, 64 x a21oi_1",
        "syn_to_final_growth_pct": 34.0,
        "drive_above_1_share": 0.343,
    },
    "grt": {
        "track_usage": 0.252,
        "grt_pass1_vias": 11900,
        "antenna_found_initial": 1,
        "grt_max_degree": 19,
        "grt_pass1_wl_mm": 80.8,
        "overflow": 0,
    },
    "job": {
        "warnings": 60,
        "max-cap-violations": 0,
    },
    "place": {
        "dpl.hpwl_mm": 39.7,
        "post-place-cells": 1946,
        "gp_congestion": 1.03,
        "place_area_um2": 17300,
        "portBuffers": 63,
        "post-place-ws_ns": -0.960,
    },
    "power": {
        "ir_worst_vdd_mv": 0.305,
        "p_total_w": 0.00979,
        "p_leak_nw": 7.02,
        "p_per_area_nw_per_um2": 516,
    },
    "hold_path": {
        "hold_path.class": "reg2reg",
    },
    "run_status": {
        "violations": "setup timing",
        "status": "complete, but fails checks",
    },
}
-- layer usage --
metal  global-route usage  up-vias  routed length [um]
li1                     -     5021                   -
met1                0.323     5577               21300
met2                0.360      767               24600
met3                0.146      176                8070
met4               0.0972        2                2860
met5                    0        -                  12
-- final cells by class --
cell class	count	area, um2
timing repair buffer	335	2930
clock inverter	53	362
tap	607	759
sequential	304	8670
antenna	1	2.50
multi-input combinational	705	5210
clock buffer	42	1010
inverter	7	30.0
fill	4246	27600
-- synthesized netlist by cell type, types with 14 or more instances --
master,number
buf_4,19
buf_6,17
a22o_1,24
o2bb2ai_1,14
a21oi_1,66
nor3_1,18
edfxtp_1,256
mux2i_1,48
a31oi_1,15
dfxtp_1,48
nand3_1,25
nor2_1,77
mux2_2,25
a221oi_1,25
buf_2,35
nand2_1,73
nor2b_1,27
clkbuf_1,16
a32oi_1,17
o21ai_0,38
a22oi_1,42
-- final timing paths --
kind	startpoint	end	slack, ns	cells past startpoint
max	Read_Bus_2[10]	Read_Bus_2[10]	-0.06	1
min	RegWriteSel[6]	reg6.q[10]	0.75	1
max reg2reg	reg8.q[14]	Read_Bus_2[14]	0.20	6
min reg2reg	RegWriteSel[6]	reg6.q[10]	0.75	1
-- repair_timing --
| action | in CTS | in global routing |
|---|---|---|
| pin swaps | 6 | 10 |
| resized | 147 | 38 |
| endpoints found under the hold margin | 0 | 0 |
| setup buffers | 3 | 9 |
| setup endpoints to repair | 59 | 52 |
| gates cloned | 0 | 2 |
-- power breakdown --
part / internal (W) / switching (W) / leakage (nW)
combinational: 0.000513 / 0.000628 / 3.52
sequential: 0.00425 / 0.0000372 / 2.71
clock: 0.00263 / 0.00173 / 0.789
total: 0.00739 / 0.00240 / 7.02
-- stage by stage --
| step | util | TNS (ns) |
|---|---|---|
| finish | 0.407 | -0.361 |
| global route | 0.407 | -1.35 |
| CTS | 0.401 | -0.786 |
| detailed placement | 0.372 | -22.41 |
| global placement | 0.372 | -22.18 |
| floorplan | - | -3.98 |
-- kinds of logic after synthesis --
group | synth area share
compound gates | 0.167
flops | 0.611
simple gates | 0.105
buf+inv | 0.0433
mux | 0.0740
Power is estimated from default activity; no workload was simulated.
