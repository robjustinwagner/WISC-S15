==> design.v <==
module MEMWB_reg(clk, 
	RegWrite_in, ret_in, mem_to_reg_in, reg_rd_in, mem_read_data_in, alu_result_in, HALT_in,
	RegWrite_out, ret_out, mem_to_reg_out, reg_rd_out, mem_read_data_out, alu_result_out, HALT_out);
input clk;
input RegWrite_in;
input ret_in;
input mem_to_reg_in;
input [3:0]  reg_rd_in;
input [15:0] mem_read_data_in;
input [15:0] alu_result_in;
input HALT_in;
output logic RegWrite_out;
output logic ret_out;
output logic mem_to_reg_out;
output logic [3:0]  reg_rd_out;
output logic [15:0] mem_read_data_out;
output logic [15:0] alu_result_out;
output logic HALT_out;
always @(posedge clk) begin
   	HALT_out          <= HALT_in;
   	mem_to_reg_out    <= mem_to_reg_in;
	mem_read_data_out <= mem_read_data_in;
	reg_rd_out        <= reg_rd_in;
	ret_out           <= ret_in;
	alu_result_out    <= alu_result_in;
	RegWrite_out      <= RegWrite_in;
end
endmodule
==> run.sh <==
#!/bin/bash
# OpenROAD 26Q1-2900-gdf79404cd8, Yosys 0.63+post, stock flow scripts
make -C /OpenROAD-flow-scripts/flow DESIGN_CONFIG=/design/flow/config.mk WORK_HOME=/design/flow/orfs finish
==> config.mk <==
export PLATFORM = sky130hd
export DESIGN_NAME = MEMWB_reg
export DESIGN_NICKNAME = MEMWB_reg
export VERILOG_FILES = /design/flow/design.v
export SDC_FILE = /design/flow/constraint.sdc
export NUM_CORES = 4
export LEC_CHECK = 1
export CORE_AREA = 10 10 80 80
export DIE_AREA = 0 0 90 90
==> constraint.sdc <==
current_design MEMWB_reg

set clk_period 1.0
set clk_io_pct 0.2

create_clock -name clk0 -period $clk_period [get_ports {clk}]

set non_clock_inputs [all_inputs -no_clocks]
set_input_delay [expr $clk_period * $clk_io_pct] -clock clk0 $non_clock_inputs
set_output_delay [expr $clk_period * $clk_io_pct] -clock clk0 [all_outputs]
==> results.json <==
{
  "drtPass1Iterations": 2,
  "synthesis.area_um2": 801,
  "drv_cap": 0,
  "hold_viol": 0,
  "status": "complete, no violations",
  "die_h_um": 90,
  "clock_sinks": 40,
  "end_kind": "output pin",
  "clockRootBuffer": "clkbuf_8",
  "path_depth": 1,
  "ys.flops": 40,
  "globalplace.congestion": 0.654,
  "core_area_um2": 4720,
  "cts.clk_slew.worst_paths_ps": 70,
  "cts-buffers-inserted": 5,
  "chipArea_um2": 8100,
  "enable_flop_cells": 0,
  "path_buffers": 1,
  "rsz0062_at_grt": "no",
  "cts.path.max_buffers": 2,
  "worst_ep_required_time_ps": 800,
  "setup_ws_ps": 41.1,
  "grt_pass1_vias": 694,
  "grt_max_degree": 12,
  "drtAntennaViolNets": 0,
  "wl_per_cell_um": 12.3,
  "synth.most_common_cell": "dfxtp_1",
  "synthArstFlopShare": 0,
  "grt_pass1_wl_mm": 3.73,
  "warnings": 25,
  "top_area_frac": 1.00,
  "drive_gt1_frac": 0.453,
  "fmax_ghz": 1.04,
  "overflow": 0,
  "synthToLayoutAreaGrowth_pct": 106,
  "ys_area_um2": 801,
  "drc_errors": 0,
  "fillCellCount": 466,
  "dp_slack_ps": 30.6,
  "fp_util": 0.170,
  "flop_cell": "dfxtp_1",
  "combGateArea_um2": 0,
  "drt-total-wl_mm": 2.40,
  "setup_viol": 0,
  "post_cts_buffers": 0,
  "top_cells_by_count": "dfxtp_1",
  "cts_tree": "yes",
  "htreeDepth": 2,
  "peakVddDrop_v": 0.000663,
  "antennaDiodeCount": 0,
  "io-pin-count": 81,
  "final_util": 0.349,
  "worstPathMaxFanout": 1,
  "area_leaders": "dfxtp_1",
  "cpPeakStageDelay_ps": 310,
  "period_used_share": 0.959,
  "viasPerCell": 3.09,
  "die_w_um": 90,
  "power_density_nw_per_um2": 1810,
  "logic_gates": 0,
  "startpoint_type": "flip-flop",
  "finalCriticalPeriod_ps": 959,
  "crit_arrival_ps": 760,
  "top_area_cell": "dfxtp_1",
  "slowest_stage": "dfxtp_1",
  "path_cells": "clkdlybuf4s15_1",
  "syn_area_per_cell_um2": 20.0,
  "critical_path.endpoint": "alu_result_out[3]",
  "worst_slew_pin_slew_ps": 69.6,
  "num_vias": 603,
  "row_count": 25,
  "port_buffers": 80,
  "relSlewSlack": 0.954,
  "gr-usage-all-layers": 0.0581,
  "critPathKind": "flip-flop to output pin",
  "antenna_found_initial": 0,
  "seq_area_um2": 827,
  "ys_seq_frac": 1.00,
  "path_delay_family": "flip-flops",
  "yosysWarnings": 1,
  "p_leak_nw": 0.709,
  "hp-class": "input port to flip-flop",
  "synthCells": 40,
  "drt_iter0_drc": 5,
  "yosys-stat-cells": 40,
  "tns_ps": 0,
  "slew_violations": 0,
  "hold_buffers": 0,
  "netlist-cell-type-count": 1,
  "cp-startpoint": "alu_result_out[3]$_DFF_P_"
}
what timing repair did:
item / CTS / global route
gates resized: 82 / 50
setup endpoints to repair: 40 / 31
gates cloned: 0 / 0
final cells by class:
type / count / area share
clock buffer: 8 / 0.0547
tap: 67 / 0.0509
sequential: 40 / 0.502
timing repair buffer: 80 / 0.392
per-layer routing:
layer	vias up	global-route usage	wire length [µm]
li1	294	-	-
met2	50	0.0902	1080
met3	5	0.0511	356
met5	-	0	0
met4	0	0.00928	45
met1	254	0.0587	918
logic make-up (layout without fill, tap and decap cells):
logic type	after synthesis	after routing	synth area share
flip-flops	40	40	1.00
buffers and inverters	0	88	0
cell usage in the layout, fill, tap and decap left out:
cell type / count
clkdlybuf4s50_1: 40
clkbuf_2: 31
dfxtp_2: 21
dfxtp_1: 19
clkdlybuf4s15_1: 9
clkbuf_8: 6
clkbuf_1: 2
worst min-delay path by stage:
stage	cells after the start	to	from
4_1_cts	1	mem_to_reg_out$_DFF_P_	mem_to_reg_in
5_1_grt	1	alu_result_out[14]$_DFF_P_	alu_result_in[14]
6_report	1	mem_read_data_out[8]$_DFF_P_	mem_read_data_in[8]
stage by stage:
stage | instance area (µm²) | total power, W | cells | hold slack [ps]
6_report | 1650 | 0.00298 | 195 | 349
5_1_grt | 1650 | 0.00315 | 195 | 329
4_1_cts | 1780 | 0.00307 | 195 | 338
3_5_place_dp | 1690 | 0.00204 | 187 | 652
3_3_place_gp | 1690 | 0.00204 | 187 | 650
2_1_floorplan | 801 | 0.00171 | 40 | 228
sequential cells by signal, indices dropped and copies added, names as in the netlist:
name / count
RegWrite_out: 1
reg_rd_out: 4
ret_out: 1
HALT_out: 1
mem_read_data_out: 16
mem_to_reg_out: 1
alu_result_out: 16
power by group:
| group | total [W] | internal (W) | switching (W) |
|---|---|---|---|
| logic | 0.000228 | 0.000195 | 0.0000321 |
| registers | 0.00171 | 0.00169 | 0.0000191 |
| clock network | 0.00105 | 0.000562 | 0.000486 |
| total | 0.00298 | 0.00244 | 0.000537 |
Power figures rest on the tool's default switching activity, not on a simulated workload.
