`design/flow/config.mk`:
```
export PLATFORM = sky130hd
export DESIGN_NAME = IDEX_reg
export DESIGN_NICKNAME = IDEX_reg
export VERILOG_FILES = /design/flow/design.v
export SDC_FILE = /design/flow/constraint.sdc
export NUM_CORES = 4
export LEC_CHECK = 1
export CORE_AREA = 10 10 126 126
export DIE_AREA = 0 0 136 136
```
`design/flow/constraint.sdc`:
```
current_design IDEX_reg

set clk_period 1.0
set clk_io_pct 0.2

create_clock -name clk0 -period $clk_period [get_ports {clk}]

set non_clock_inputs [all_inputs -no_clocks]
set_input_delay [expr $clk_period * $clk_io_pct] -clock clk0 $non_clock_inputs
set_output_delay [expr $clk_period * $clk_io_pct] -clock clk0 [all_outputs]
```
`design/flow/design.v`:
```
module IDEX_reg(clk, 
	PC_hazard_in, RegWrite_in, MemWrite_in, MemRead_in, mem_to_reg_in, branch_cond_in, call_target_in, branch_in, call_in, ret_in, 
		alu_src_in, alu_op_in, shift_in, load_half_imm_in, rd_data_1_in, rd_data_2_in, 
		sign_ext_in, reg_rd_in, PC_in, load_half_in, half_spec_in, HALT_in,
	PC_hazard_out, RegWrite_out, MemWrite_out, MemRead_out, mem_to_reg_out, branch_cond_out, call_target_out, branch_out, call_out, ret_out, 
		alu_src_out, alu_op_out, shift_out, load_half_imm_out, rd_data_1_out, rd_data_2_out, 
		sign_ext_out, reg_rd_out, PC_out, load_half_out, half_spec_out, HALT_out);
input clk;
input PC_hazard_in;              
input RegWrite_in;   
input MemWrite_in;
input MemRead_in;
input mem_to_reg_in;        	 
input [2:0]  branch_cond_in;   	 
input [11:0] call_target_in;  	 
input branch_in;            	 
input call_in;              	 
input ret_in;               	 
input alu_src_in;           	 
input [2:0]  alu_op_in;        	 
input [3:0]  shift_in;         	 
input [7:0]  load_half_imm_in; 	 
input [15:0] rd_data_1_in;     	 
input [15:0] rd_data_2_in;     	 
input [15:0] sign_ext_in;      	 
input [3:0]  reg_rd_in;        	 
input [15:0] PC_in;            	 
input load_half_in;	  	 
input half_spec_in;	  	 
input HALT_in;
output logic PC_hazard_out;
output logic RegWrite_out;
output logic MemWrite_out;
output logic MemRead_out;
output logic mem_to_reg_out;    	 
output logic [2:0]  branch_cond_out;   	 
output logic [11:0] call_target_out;   	 
output logic branch_out;        	 
output logic call_out;          	 
output logic ret_out;           	 
output logic alu_src_out;       	 
output logic [2:0]  alu_op_out;        	 
output logic [3:0]  shift_out;         	 
output logic [7:0]  load_half_imm_out; 	 
output logic [15:0] rd_data_1_out;     	 
output logic [15:0] rd_data_2_out;     	 
output logic [15:0] sign_ext_out;      	 
output logic [3:0]	 reg_rd_out;	 
output logic [15:0]	PC_out;     	 
output logic load_half_out;		 
output logic half_spec_out;		 
output logic HALT_out;
always @(posedge clk) begin
	HALT_out <= HALT_in;
	PC_hazard_out <= PC_hazard_in;
   	RegWrite_out <= RegWrite_in;
   	MemWrite_out <= MemWrite_in;
   	MemRead_out <= MemRead_in;
   	mem_to_reg_out <= mem_to_reg_in;
   	branch_cond_out <= branch_cond_in;
   	call_target_out <= call_target_in;  
   	branch_out <= branch_in;
   	call_out <= call_in;      
   	ret_out <= ret_in;        
   	alu_src_out <= alu_src_in;
   	alu_op_out <= alu_op_in;      
   	shift_out <= shift_in;      
   	load_half_imm_out <= load_half_imm_in;
   	rd_data_1_out <= rd_data_1_in;   
   	rd_data_2_out <= rd_data_2_in;    
   	sign_ext_out <= sign_ext_in;  
   	if (reg_rd_in === 3'bxxx)
      		reg_rd_out <= reg_rd_out;
   	else
      		reg_rd_out <= reg_rd_in;       
   	PC_out <= PC_in;  
   	load_half_out <= load_half_in;
   	half_spec_out <= half_spec_in;
end
endmodule
```
`design/flow/run.sh`:
```
#!/bin/bash
# OpenROAD 26Q1-2900-gdf79404cd8, Yosys 0.63+post, stock flow scripts
make -C /OpenROAD-flow-scripts/flow DESIGN_CONFIG=/design/flow/config.mk WORK_HOME=/design/flow/orfs finish
```
==> reports/results.ini <==
[status]
status=finished with violations
failed_checks=setup timing

[critical_path]
crit_family=flip-flops
worstPathMaxFanout=1
path_cells=buf_2
cp.arrival_ps=820
start_kind=flop
slowest_delay_ps=360
critPathCaptureType=output pin
crit_buf_inv=1
cp_slowest_cell=edfxtp_1
critPathKind=flop to output pin
worstPathRequired_ps=800

[timing]
worst_pin_slew_ps=197
rsz0062_at_grt=true
post-route-period-util_pct=102
hold_violations=0
period_minus_slack_ps=1020
worst_slack_ps=-19.5
fmax_ghz=0.981
slew_headroom_pct=86.8
hold_ws_ps=290
setup_viol=4
finalMaxSlewViolations=0

[clock_network]
cts_tree=yes
holdBufCountCts=0
clock-sinks=110
clk_pin_slew_ps=60
cts-htree-levels=3
cts_root_buf=clkbuf_16
clk_path_buf_depth=2
numCtsBuffers=9

[yosys]
ys.flop_type=dfxtp_1
yosysMostFrequentCell=dfxtp_1
netlist.area_leader.share_pct=94.6
ys_cells=110
netlist_area_mm2=0.00224
async_flop_share_pct=0
synth_warnings=1
ys_seq_elements=110
syn_area_per_cell_um2=20.4
synthTopCellsByArea=dfxtp_1 95%, edfxtp_1 5.4%
ys_chip_area_mm2=0.00224
synth_cell_types=2
yosysSeqAreaShare_pct=100
top_cells_by_count=106 x dfxtp_1, 4 x edfxtp_1
largest_area_cell=dfxtp_1
synth_cells=110
edf_count=4

[flow_run]
warnings=27
maxCapViolCount=0

[global_routing]
grt_pass1_wl_um=11100
antenna_found_initial=0
gr-total-overflow=0
grt_pass1_vias=1777
grt_start_max_net_pins=17
track_usage_pct=7.92

[routing]
antenna_cells=0
drtIter0Drc=28
wl_um=7990
wl_per_cell_um=15.3
via_per_inst=3.18
dr.pass1.iters=2
postRouteAntennaNets=0
drc_errors=0
num_vias=1659

[power]
p_int_uw=6900
p_sw_share_pct=18.6
ir_drop_v=0.000649
p_leak_uw=0.00193
p_seq_share_pct=55.5
p_comb_share_pct=7.4
p_per_area_mw_per_mm2=1930
p_clk_share_pct=37.2
switching_power_uw=1580

[place]
globalplace.congestion=0.809
io_buffers=220
hpwl_um=6860

[final_layout]
final_core_utilization_pct=33.3
layout.area.seq_mm2=0.00226
logic_gate_count=0
logic_area_um2=0
layout-drive-gt1-share_pct=39.1
fill_cells=1333
area_delta_synth_final_pct=95.8

[floorplanning]
die_w_um=136
coreArea_mm2=0.0132
die-area_mm2=0.0185
ios=221
die.size.y_um=136
fp_util_pct=17.0
rows=42

[min_path]
hp-class=input pin to flop

area by class of cell:
| class | count | share of cell area [%] |
|---|---|---|
| clock inverter | 2 | 0.228 |
| tap | 176 | 5.02 |
| timing repair buffer | 220 | 37.6 |
| clock buffer | 13 | 5.70 |
| sequential | 110 | 51.4 |
power by group through the flow:
stage	Combinational [uW]	Sequential [uW]	Clock, uW
finish	625	4700	3150
CTS	649	4700	3330
global route	682	4720	3460
flip-flops by register name, summed over array words and instances (netlist names), 3 cells and up:
| signal | count |
|---|---|
| sign_ext_out | 16 |
| branch_cond_out | 3 |
| reg_rd_out | 4 |
| call_target_out | 12 |
| rd_data_1_out | 16 |
| shift_out | 4 |
| alu_op_out | 3 |
| rd_data_2_out | 16 |
| PC_out | 16 |
| load_half_imm_out | 8 |
final timing paths:
check        startpoint                 to  depth (start not counted)
min    rd_data_1_in[10]  rd_data_1_out[10]                          1
max       reg_rd_out[1]      reg_rd_out[1]                          1
logic make-up (layout without fill, tap and decap cells):
logic type	after synthesis	count (layout)	synth area share, %
flops	110	110	100
buf+inv	0	235	0
routing by layer:
layer | up-vias | routed length [um] | GRT usage [%]
met5 | - | 0 | 0
met4 | 0 | 168 | 1.78
met3 | 11 | 1180 | 5.17
met2 | 119 | 3790 | 12.8
met1 | 727 | 2850 | 8.55
li1 | 802 | - | -
repair_timing:
action	in CTS	in global routing
resized	364	1
endpoints found under the setup margin	110	7
endpoints found under the hold margin	0	0
buffers inserted	0	0
cloned	0	0
layout by cell type (no fill, tap or decap):
cell             synthesis  routed
dfxtp_1                106      93
clkbuf_8                 0       1
clkdlybuf4s50_1          0     110
buf_2                    0     110
dfxtp_2                  0      13
edfxtp_1                 4       4
clkinv_2                 0       2
clkbuf_1                 0       3
clkbuf_16                0       9
stage by stage:
stage	cell area [um2]	total power (uW)	setup WS, ps	std cells	setup TNS [ps]
floorplan	2240	4740	501	110	0
global placement	4660	5670	-74.6	506	-328
detailed placement	4660	5680	-89.6	506	-390
CTS	4390	8680	-59.9	521	-200
global route	4390	8860	-89.1	521	-285
finish	4390	8480	-19.5	521	-49.6
No activity file was given, so power comes from the tool's default toggle rates.
